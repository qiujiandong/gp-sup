[./run.sh]
#!/bin/bash
# OpenROAD 26Q1-2900-gdf79404cd8, Yosys 0.63+post, stock flow scripts
make -C /OpenROAD-flow-scripts/flow DESIGN_CONFIG=/design/flow/config.mk WORK_HOME=/design/flow/orfs finish
[./config.mk]
export PLATFORM = sky130hd
export DESIGN_NAME = hog_ctrl
export DESIGN_NICKNAME = hog_ctrl
export VERILOG_FILES = /design/flow/design.v
export SDC_FILE = /design/flow/constraint.sdc
export NUM_CORES = 4
export LEC_CHECK = 1
export CORE_UTILIZATION = 50
[./constraint.sdc]
current_design hog_ctrl

set clk_period 9.4
set clk_io_pct 0.2

create_clock -name clk0 -period $clk_period [get_ports {aclk}]

set non_clock_inputs [all_inputs -no_clocks]
set_input_delay [expr $clk_period * $clk_io_pct] -clock clk0 $non_clock_inputs
set_output_delay [expr $clk_period * $clk_io_pct] -clock clk0 [all_outputs]
[./design.v]
`timescale 1ns/1ns
module hog_ctrl #(
	parameter AXIL_AW = 7,
	parameter AXIL_DW = 32,
	parameter DELAY = 1 
	)(
		input aclk,     
		input arest_n,   
	 	input [AXIL_AW-1:0] 	s_axil_awaddr,
	    input [2:0] 			s_axil_awprot,
	    input 					s_axil_awvalid,
	    output 					s_axil_awready,
	    input [AXIL_DW-1:0] 	s_axil_wdata,
	    input [3:0] 			s_axil_wstrb,
	    input 					s_axil_wvalid,
	    output 					s_axil_wready,
	    output [1:0] 			s_axil_bresp,
	    output 					s_axil_bvalid,
	    input 					s_axil_bready,
	    input [AXIL_AW-1:0] 	s_axil_araddr,
	    input [2:0] 			s_axil_arprot,
	    input 					s_axil_arvalid,
	    output 					s_axil_arready,
	    output [AXIL_DW-1:0] 	s_axil_rdata,
	    output [1:0] 			s_axil_rresp,
	    output 					s_axil_rvalid,
	    input 					s_axil_rready,	
		(*mark_debug="true"*)(*keep = "true"*)output reg [AXIL_DW-1:0] mb_ctrl, 
		(*mark_debug="true"*)(*keep = "true"*)output reg [AXIL_DW-1:0] rd_wr_irq, 
		(*mark_debug="true"*)(*keep = "true"*)output reg [AXIL_DW-1:0] soft_trigger_en,
		(*mark_debug="true"*)(*keep = "true"*)output reg [AXIL_DW-1:0] rd1_config_3, 
		(*mark_debug="true"*)(*keep = "true"*)output reg [AXIL_DW-1:0] rd1_config_4, 
		output reg [AXIL_DW-1:0] wr1_config_3, 
		output reg [AXIL_DW-1:0] wr1_config_4, 
		(*mark_debug="true"*)(*keep = "true"*)output hog_start_irq,
		output reg [15:0] img0x,
		output reg [15:0] img0y,
		output reg [31:0] absolute_addr,
		output reg [31:0] cross_row_offset,
		output reg [31:0] scale_x,
		output reg [31:0] scale_y,
		output reg [31:0] scale_n,
		output reg [31:0] test_mode,
		input [3:0] img_status,
		input [31:0] axi_status,
		input [4:0]	circuit_busy,
		input [1:0] rd1_wr1_done
);
reg [31:0] rd1_config_1;
reg [31:0] rd1_config_2;
reg [31:0] rd1_config_5;
reg [31:0] wr1_config_1;
reg [31:0] wr1_config_2;
reg [31:0] wr1_config_5;
reg hog_start;
reg hog_start_r1;
reg [31:0] default_data;
reg reg_awready;
reg reg_wready;
reg reg_bvalid;
reg reg_arready;
reg [AXIL_DW-1:0] reg_rdata;
reg reg_rvalid;
reg wr_en; 
wire b_handshake;
reg [2:0] int_cnt; 
reg rd_en; 
assign s_axil_awready = reg_awready;
assign s_axil_wready = reg_wready;
assign s_axil_bresp = 2'b00;
assign s_axil_bvalid = reg_bvalid;
assign s_axil_arready = reg_arready;
assign s_axil_rdata = reg_rdata;
assign s_axil_rresp = 2'b00;
assign s_axil_rvalid = reg_rvalid;
assign b_handshake = s_axil_bready & s_axil_bvalid;
always @(posedge aclk)begin 
 if(!arest_n)begin 
 	reg_awready <=#DELAY 1'b0;
 	wr_en <=#DELAY 1'b1;
 end
 else begin 
 	if(!reg_awready && s_axil_awvalid && s_axil_wvalid && wr_en)begin 
 		reg_awready <=#DELAY 1'b1;
 		wr_en <=#DELAY 1'b0;
 	end
 	else if(b_handshake == 1'b1)begin 
 		reg_awready <=#DELAY 1'b0;
 		wr_en <=#DELAY 1'b1;
 	end
 	else begin 
 		reg_awready <=#DELAY 1'b0;
 	end
 end
end
always @(posedge aclk)begin 
	if(!arest_n)begin 
		reg_wready <=#DELAY 1'b0;
	end
	else begin 
		if(!reg_wready && s_axil_awvalid && s_axil_wvalid && wr_en)begin
			reg_wready <=#DELAY 1'b1;
		end
		else begin 
			reg_wready <=#DELAY 1'b0;
		end
	end
end
always @(posedge aclk)begin 
	if(!arest_n)begin 
		reg_bvalid <=#DELAY 1'b0;
	end
	else begin 
		if(!reg_bvalid && s_axil_awvalid && s_axil_awready && s_axil_wvalid && s_axil_wready)begin 
			reg_bvalid <=#DELAY 1'b1;
		end
		else begin 
			if(b_handshake == 1'b1 || reg_bvalid == 1'b0)
				reg_bvalid <=#DELAY 1'b0;
			else
				reg_bvalid <=#DELAY 1'b1;
		end
	end
end
 always @(posedge aclk)begin 
 	if(!arest_n)begin 
 		mb_ctrl <=#DELAY 32'd0;
		rd_wr_irq <=#DELAY 32'd0;
		soft_trigger_en <=#DELAY 32'd0;
		rd1_config_1 <=#DELAY 32'd0;
		rd1_config_2 <=#DELAY 32'd0;
		rd1_config_3 <=#DELAY 32'd0;
		rd1_config_4 <=#DELAY 32'd0;
		rd1_config_5 <=#DELAY 32'd0;
		wr1_config_1 <=#DELAY 32'd0;
		wr1_config_2 <=#DELAY 32'd0;
		wr1_config_3 <=#DELAY 32'd0;
		wr1_config_4 <=#DELAY 32'd0;
		wr1_config_5 <=#DELAY 32'd0;
 		hog_start <=#DELAY 1'd0;
		img0x <=#DELAY 16'd0; 
		img0y <=#DELAY 16'd0; 
		absolute_addr <=#DELAY 32'd0; 
		cross_row_offset <=#DELAY 32'd0; 
		scale_x <=#DELAY 32'd0; 
		scale_y <=#DELAY 32'd0; 
		scale_n <=#DELAY 32'd0; 
		test_mode <=#DELAY 32'd0;
		default_data <=#DELAY 32'd0;
 	end
 	else begin 
 		if(s_axil_awvalid && s_axil_awready &&s_axil_wvalid && s_axil_wready)begin 
 			case(s_axil_awaddr[AXIL_AW-1:2])
 				5'd0:mb_ctrl <=#DELAY s_axil_wdata;
 				5'd1:rd_wr_irq <=#DELAY s_axil_wdata;
 				5'd3:soft_trigger_en <=#DELAY s_axil_wdata;
 				5'd5:rd1_config_1 <=#DELAY s_axil_wdata;
 				5'd6:rd1_config_2 <=#DELAY s_axil_wdata;
 				5'd7:rd1_config_3 <=#DELAY s_axil_wdata;
				5'd8:rd1_config_4 <=#DELAY s_axil_wdata;
				5'd9:rd1_config_5 <=#DELAY s_axil_wdata;
				5'd10:wr1_config_1 <=#DELAY s_axil_wdata;
				5'd11:wr1_config_2 <=#DELAY s_axil_wdata;
				5'd12:wr1_config_3 <=#DELAY s_axil_wdata; 
				5'd13:wr1_config_4 <=#DELAY s_axil_wdata; 
				5'd14:wr1_config_5 <=#DELAY s_axil_wdata;
				5'd15:hog_start <=#DELAY s_axil_wdata[0]; 
				5'd16:begin 
					img0x <=#DELAY s_axil_wdata[15:0];
					img0y <=#DELAY s_axil_wdata[31:16];
				end
				5'd17:absolute_addr <=#DELAY s_axil_wdata;
				5'd18:cross_row_offset <=#DELAY s_axil_wdata;
				5'd19:scale_x <=#DELAY s_axil_wdata;
				5'd20:scale_y <=#DELAY s_axil_wdata;
				5'd21:scale_n <=#DELAY s_axil_wdata;
				5'd22:test_mode <=#DELAY s_axil_wdata;
 				default:default_data <=#DELAY 32'd0;
 			endcase  
 		end
 		else begin 
 			mb_ctrl <=#DELAY 32'd0;
			rd_wr_irq <=#DELAY 32'd0;
			if(rd1_wr1_done[1])begin 
				hog_start <=#DELAY 1'd0;
			end
 		end
 	end
 end
always @(posedge aclk)begin 
	if(!arest_n)begin 
		reg_arready <=#DELAY 1'b0;
		rd_en <=#DELAY 1'b1;
	end
	else begin 
		if(!reg_arready && s_axil_arvalid && rd_en)begin 
			reg_arready <=#DELAY 1'b1;
			rd_en <=#DELAY 1'b0;
		end
		else begin 
			if(s_axil_rready && s_axil_rvalid)begin 
				rd_en <=#DELAY 1'b1;
				reg_arready <=#DELAY 1'b0;
			end
			else 
				reg_arready <=#DELAY 1'b0;
		end
	end
end
always @(posedge aclk)begin 
	if(!arest_n)begin 
		reg_rdata <=#DELAY 32'd0;
		reg_rvalid <=#DELAY 1'b0;
	end
	else begin 
		if(!reg_rvalid && s_axil_arvalid && s_axil_arready)begin 
			case(s_axil_araddr[AXIL_AW-1:2])
				5'd0:reg_rdata <=#DELAY mb_ctrl;
				5'd1:reg_rdata <=#DELAY rd_wr_irq;
				5'd3:reg_rdata <=#DELAY soft_trigger_en;
				5'd5:reg_rdata <=#DELAY rd1_config_1;
				5'd6:reg_rdata <=#DELAY rd1_config_2;
				5'd7:reg_rdata <=#DELAY rd1_config_3;
				5'd8:reg_rdata <=#DELAY rd1_config_4;
				5'd9:reg_rdata <=#DELAY rd1_config_5;
				5'd10:reg_rdata <=#DELAY wr1_config_1;
				5'd11:reg_rdata <=#DELAY wr1_config_2;
				5'd12:reg_rdata <=#DELAY wr1_config_3;
				5'd13:reg_rdata <=#DELAY wr1_config_4;
				5'd14:reg_rdata <=#DELAY wr1_config_5;
				5'd15:reg_rdata <=#DELAY {30'd0,hog_start};
				5'd16:reg_rdata <=#DELAY {img0y,img0x};
				5'd17:reg_rdata <=#DELAY absolute_addr;
				5'd18:reg_rdata <=#DELAY cross_row_offset;
				5'd19:reg_rdata <=#DELAY scale_x;
				5'd20:reg_rdata <=#DELAY scale_y;
				5'd21:reg_rdata <=#DELAY scale_n;
				5'd22:reg_rdata <=#DELAY test_mode;
				5'd23:reg_rdata <=#DELAY {28'd0,img_status}; 
				5'd24:reg_rdata <=#DELAY axi_status; 
				5'd25:reg_rdata <=#DELAY {27'd0,circuit_busy}; 
				default:reg_rdata <=#DELAY default_data;
			endcase  
			reg_rvalid <=#DELAY 1'b1;
		end
		else begin 
			if(s_axil_rvalid && s_axil_rready)
				reg_rvalid <=#DELAY 1'b0;
		end
	end
end
always @(posedge aclk)begin 
	if(!arest_n)begin 
		hog_start_r1 <=#DELAY 1'd0;
	end
	else begin 
		hog_start_r1 <=#DELAY hog_start;
	end
end
assign hog_start_irq = hog_start & (!hog_start_r1);
endmodule
==> deck_impl_summary.md <==
Implementation Results

Status
  • Status: complete, no violations

CTS
  • Setup repair bufs after CTS: 0
  • Total CTS buffers: approximately 73
  • Count of hold-fix buffers inserted at cts: 0
  • CTS tree: yes
  • Htree depth: 3
  • Clk root buf: clkbuf_16
  • Worst-path clk slew: 0.06 ns
  • Bufs on Longest Clock Path: 3
  • CTS resizes: 0
  • Clock Latency Late Sink: 0.63 ns
  • CTS sink cnt: 681

Routing
  • DR WL/cell: 30.7 microns
  • Drt via density: approximately 6.3
  • Starting DRT DRC Count: 3881
  • Post-route antenna net violation count: 0
  • Vias: 31700
  • Number of remaining DRC errors: 0
  • TritonRoute pass-1 iters: 7
  • Routed WL: 155000 microns

Final timing
  • Final number of setup-violating endpoints: 0
  • Slew Viols, Final: 0
  • Relative slew slack: a little under a third
  • Tmin final: between 4 and 5 ns
  • Final period utilization: about 53%
  • F_max: 202 MHz
  • Setup TNS Final: 0 ns
  • Clk_skew: 0.0290 ns
  • RSZ-0062 raised after global routing: no
  • Slew @ Worst Pin: 1.03 ns
  • Hold Fails Final Rpt: 0

Global routing
  • Grt ovf: 0
  • Gr usage total: 50.4%
  • Largest net degree at the start of global routing: 120
  • Vias in the first global route: 29000
  • First-pass GRT wire length: 215000 microns
  • Antenna violations before repair: 9

Placement
  • Port bufs: 576
  • Half-perimeter wire length after placement: 102000 microns
  • GP Congestion: a little over 1
  • Placed insts: 4902

Critical path
  • Arr. time, crit path: roughly 5.5 ns
  • CP required: around 10 ns
  • R2r startpoint: reg_wready
  • Setup crit end kind: flop
  • Crit path max fanout: 38
  • Critical Path Source: s_axil_araddr[6]
  • Setup CP Type: input pin to flop
  • Startpoint Class: input pin

Final layout
  • Fin cells: 5034
  • Register Area: 13600 sq um
  • Share of layout cells above drive strength 1: 7.46%
  • Comb gate area: ~16000 sq um
  • Area Overhead vs Synth: 28.0%
  • Fill count: about 5100

Floorplan
  • Die height: 250 microns
  • Fp_density: roughly half
  • Die width: 250 microns
  • Core box area: ~60000 sq um
  • Die ar.: 62400 sq um
  • I/O pins: 596
  • Core Rows: 90

Pwr
  • Sequential Power Share: 46.7%
  • Power density over the cells: 158 nW/um^2
  • LEAKAGE: 0.0129 uW
  • Max IR drop VDD: 0.138 mV
  • Clk pwr share: 47.6%
  • P_int: 4710 uW
  • Logic pwr share: 5.7%
  • Fraction of power spent switching nets: 23.9%
  • P_sw: 1480 uW

Flow run
  • Tool Warnings: around 44
  • Max-cap violations: 0

Logic synthesis
  • Yosys stat chip area: 30700 sq um
  • Area of the mapped netlist: slightly above 30000 sq um
  • Ys flops: 681
  • Syn. warnings: 1
  • Cell area leaders: dfxtp_1 44%, nand2_1 16%, a21boi_0 13%, a22oi_1 3.4%, clkbuf_1 2.8%
  • Top-area cell share: 44.4%
  • Number of enable flip-flop cells: 0
  • Synth area leader: dfxtp_1
  • Cell Type Count: a little over 80
  • Post-synth ARST share: 0%
  • Synthesized area per cell: roughly 8.1 sq um
  • Ys cells: 3774
  • Post-synthesis sequential area ratio: 44.4%
  • Commonest flop: dfxtp_1
  • Cells after synthesis: 3774

Min path
  • Hold wc startpoint: wr1_config_5[3]
  • Hold crit path type: flop to flop
-- Yosys cell counts (all sizes together) (4+ instances only) --
cell type and count:
a2111oi 21, a211oi 9, a21boi 579, a21o 10
a21oi 96, a221oi 18, a22o 33, a22oi 139
a311oi 5, a31oi 17, and2 26, and3 55
and4 13, buf 122, clkbuf 231, dfxtp 681
inv 4, mux2 6, mux2i 83, nand2 1341
nand2b 10, nand3 14, nand3b 18, nand4 18
nand4bb 6, nor2 71, nor2b 12, nor3 15
nor3b 5, nor4 7, o2111ai 5, o21ai 20
o221a 4, o22ai 6, o2bb2ai 5, o311a 12
o32a 6, o32ai 8, or3b 4
-- power groups by stage --
| stage | clock network [uW] | logic (uW) | registers [uW] |
|---|---|---|---|
| 4_1_cts | 2940 | 335 | 2890 |
| 5_1_grt | 3040 | 351 | 2890 |
| 6_report | 2950 | 355 | 2890 |
-- placed cells by master, fill, tap and decap left out, types with 19 or more instances in the layout --
master,instances
mux2i_1,83
nor2_1,41
a21boi_0,516
and3_1,54
dfxtp_1,681
clkdlybuf4s50_1,570
a21boi_1,63
clkbuf_16,75
a21oi_1,95
nand2_1,1329
o21ai_0,20
and2_1,23
a22o_1,33
clkbuf_1,21
buf_4,122
a22oi_1,139
nor2_4,19
-- worst max-delay path, stage by stage --
cell,delay [ns]
buf_2,0.69
buf_4,0.63
or2b_2,0.47
nor2_2,0.65
buf_4,0.47
a22oi_1,0.16
nand3_1,0.29
o311a_1,0.18
-- metrics by stage --
stage | total power [uW] | setup slack [ns] | area, sq um | util (%) | hold slack (ns)
after global routing | 6280 | 4.59 | 39300 | 65.0 | 0.476
after detailed placement | 3290 | 4.13 | 36900 | 61.0 | 0.445
after CTS | 6170 | 4.77 | 39300 | 65.0 | 0.454
after global placement | 3290 | 4.16 | 36900 | 61.0 | 0.440
after floorplan | 3130 | 5.99 | 30700 | - | 0.429
final | 6190 | 4.46 | 39300 | 65.0 | 0.454
-- layout make-up --
cell class	instances	share of cell area (%)
clock buffer	110	5.47
antenna	4	0.0255
clock inverter	18	0.617
inverter	4	0.0382
multi-input combinational	2739	39.8
tap	782	2.49
sequential	681	34.7
timing repair buffer	696	16.9
-- per-layer routing --
metal,vias to the layer above,GRT usage (%),wire [microns]
li1,13800,-,-
met1,14900,65.7,55600
met2,2409,69.5,63700
met3,636,24.9,24100
met4,18,26.8,11200
met5,-,0.541,189
-- path summary, 6_finish.rpt --
kind                                        end  slack, ns  cells after the start
worst max-delay path              reg_rdata[21]       4.46                      8
worst max register to register      scale_x[29]       6.58                      6
worst min-delay path            wr1_config_5[3]       0.45                      2
worst min register to register  wr1_config_5[3]       0.45                      2
-- kinds of logic (layout without fill, tap and decap cells) --
| kind of cell | after synthesis | count (layout) | synth area share, % |
|---|---|---|---|
| and+or+nand+nor | 1634 | 1634 | 22.8 |
| AOI/OAI and AO/OA | 1012 | 1012 | 24.5 |
| other | 1 | 8 | 0.0122 |
| muxes | 89 | 89 | 2.93 |
| DFF | 681 | 681 | 44.4 |
| buffers and inverters | 357 | 828 | 5.37 |
No activity file was given, so power comes from the tool's default toggle rates.
