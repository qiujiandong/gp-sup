==> ./design.v <==
`timescale 1ns/1ns
module read_aport_cell_bin #(
	parameter TOTAL_BIT_WIDTH 	= 35,
	parameter DELAY 			= 1
	)(
	input aclk,     
	input arest_n,   
	output reg [12:0] normal_addr_0, 
	output reg [12:0] normal_addr_1,
	output reg [12:0] normal_addr_2,
	output reg [12:0] normal_addr_3,
	input [TOTAL_BIT_WIDTH-1 : 0] dout_0,
	input [TOTAL_BIT_WIDTH-1 : 0] dout_1,
	input [TOTAL_BIT_WIDTH-1 : 0] dout_2,
	input [TOTAL_BIT_WIDTH-1 : 0] dout_3,
	input histogram_done, 
	output  bin_data_valid, 
	output [TOTAL_BIT_WIDTH-1:0] bin_data 
);
localparam RD_BIN_IDLE = 3'd0;
localparam RD_BIN_BANK0 = 3'd1;
localparam RD_BIN_BANK1 = 3'd2;
localparam RD_BIN_BANK2 = 3'd3;
localparam RD_BIN_BANK3 = 3'd4;
reg [2:0] rd_bin_cstate,rd_bin_nstate;
reg [5:0] cell_row; 
reg [5:0] cell_col; 
reg [4:0] bin_count; 
reg bank_start_0; 
reg bank_start_1;
reg bank_start_2;
reg bank_start_3;
reg bank_addr_valid_0; 
reg bank_addr_valid_1;
reg bank_addr_valid_2;
reg bank_addr_valid_3;
reg data_valid_0;
reg data_valid_1;
reg data_valid_2;
reg data_valid_3;
always @(posedge aclk)begin 
	if(!arest_n)begin 
		rd_bin_cstate <=#DELAY RD_BIN_IDLE;
	end
	else begin 
		rd_bin_cstate <=#DELAY rd_bin_nstate; 
	end
end
always @(*)begin 
	rd_bin_nstate = rd_bin_cstate;
	case(rd_bin_cstate)
		RD_BIN_IDLE:begin 
			if(histogram_done)begin 
				rd_bin_nstate = RD_BIN_BANK3;
			end
			else begin 
				rd_bin_nstate = RD_BIN_IDLE;
			end
		end
		RD_BIN_BANK0:begin 
			if(bin_count == 5'd0)begin 
				if(cell_col == 6'd0)begin
					if(cell_row == 6'd34)begin  
						rd_bin_nstate = RD_BIN_IDLE;
					end 
					else begin 
						rd_bin_nstate = RD_BIN_BANK3;
					end
				end
				else begin 
					rd_bin_nstate = RD_BIN_BANK1;
				end
			end
			else begin 
				rd_bin_nstate = RD_BIN_BANK0;
			end
		end
		RD_BIN_BANK1:begin 
			if(bin_count == 5'd0)begin 
				rd_bin_nstate = RD_BIN_BANK0;
			end
			else begin 
				rd_bin_nstate = RD_BIN_BANK1;
			end
		end
		RD_BIN_BANK2:begin  
			if(bin_count == 5'd0)begin 
				if(cell_col == 6'd0)begin  
					rd_bin_nstate = RD_BIN_BANK1;
				end
				else begin  
					rd_bin_nstate = RD_BIN_BANK3;
				end
			end
			else begin 
				rd_bin_nstate = RD_BIN_BANK2;
			end
		end
		RD_BIN_BANK3:begin  
			if(bin_count == 5'd0)begin 
				rd_bin_nstate = RD_BIN_BANK2;
			end
			else begin 
				rd_bin_nstate = RD_BIN_BANK3;
			end
		end
		default:begin 
			rd_bin_nstate = RD_BIN_IDLE;
		end
	endcase  
end
always @(posedge aclk)begin 
	if(!arest_n)begin 
		bin_count <=#DELAY 5'd0;
		cell_row <=#DELAY 6'd0;
		cell_col <=#DELAY 6'd0;
		normal_addr_0 <=#DELAY 13'd0;
		normal_addr_1 <=#DELAY 13'd0;
		normal_addr_2 <=#DELAY 13'd0;
		normal_addr_3 <=#DELAY 13'd0;
		bank_start_0 <=#DELAY 1'd0;
		bank_start_1 <=#DELAY 1'd0;
		bank_start_2 <=#DELAY 1'd0;
		bank_start_3 <=#DELAY 1'd0;
		bank_addr_valid_0 <=#DELAY 1'd0;
		bank_addr_valid_1 <=#DELAY 1'd0;
		bank_addr_valid_2 <=#DELAY 1'd0;
		bank_addr_valid_3 <=#DELAY 1'd0;
	end
	else begin 
		case(rd_bin_nstate)
			RD_BIN_IDLE:begin 
				bin_count <=#DELAY 5'd0;
				cell_row <=#DELAY 6'd0;
				cell_col <=#DELAY 6'd0;
				normal_addr_0 <=#DELAY 13'd0;
				normal_addr_1 <=#DELAY 13'd0;
				normal_addr_2 <=#DELAY 13'd0;
				normal_addr_3 <=#DELAY 13'd0;
				bank_start_0 <=#DELAY 1'd0;
				bank_start_1 <=#DELAY 1'd0;
				bank_start_2 <=#DELAY 1'd0;
				bank_start_3 <=#DELAY 1'd0;
				bank_addr_valid_0 <=#DELAY 1'd0;
				bank_addr_valid_1 <=#DELAY 1'd0;
				bank_addr_valid_2 <=#DELAY 1'd0;
				bank_addr_valid_3 <=#DELAY 1'd0;
			end
			RD_BIN_BANK0:begin 
				bank_addr_valid_0 <=#DELAY 1'd1;
				bank_addr_valid_1 <=#DELAY 1'd0;
				bank_addr_valid_2 <=#DELAY 1'd0;
				bank_addr_valid_3 <=#DELAY 1'd0;
				if(bank_start_0)begin  
					if(bin_count[0] == 1'd1)begin 
						normal_addr_0 <=#DELAY normal_addr_0 + 13'd9;
					end 
					else begin 
						if(bin_count == 5'd0)begin  
							normal_addr_0 <=#DELAY normal_addr_0 + 13'd1;
						end
						else begin  
							normal_addr_0 <=#DELAY normal_addr_0 - 13'd8;
						end
					end
				end
				else begin  
					bank_start_0 <=#DELAY 1'd1;
					normal_addr_0 <=#DELAY 13'd0;
				end
				if(bin_count == 5'd17)begin  
					bin_count <=#DELAY 5'd0;
					if(cell_col == 6'd33)begin  
						cell_col <=#DELAY 6'd0;
						cell_row <=#DELAY cell_row + 6'd1;
					end
					else begin 
						cell_col <=#DELAY cell_col + 6'd1;
					end
				end
				else begin 
					bin_count <=#DELAY bin_count + 5'd1;
				end
			end
			RD_BIN_BANK1:begin 
				bank_addr_valid_0 <=#DELAY 1'd0;
				bank_addr_valid_1 <=#DELAY 1'd1;
				bank_addr_valid_2 <=#DELAY 1'd0;
				bank_addr_valid_3 <=#DELAY 1'd0;
				if(bank_start_1)begin  
					if(bin_count[0] == 1'd1)begin 
						normal_addr_1 <=#DELAY normal_addr_1 + 13'd9;
					end 
					else begin 
						if(bin_count == 5'd0)begin  
							normal_addr_1 <=#DELAY normal_addr_1 + 13'd1;
						end
						else begin  
							normal_addr_1 <=#DELAY normal_addr_1 - 13'd8;
						end
					end
				end
				else begin  
					bank_start_1 <=#DELAY 1'd1;
					normal_addr_1 <=#DELAY 13'd0;
				end
				if(bin_count == 5'd17)begin 
					bin_count <=#DELAY 5'd0;
					cell_col <=#DELAY cell_col + 6'd1;
				end
				else begin 
					bin_count <=#DELAY bin_count + 5'd1;
				end
			end
			RD_BIN_BANK2:begin 
				bank_addr_valid_0 <=#DELAY 1'd0;
				bank_addr_valid_1 <=#DELAY 1'd0;
				bank_addr_valid_2 <=#DELAY 1'd1;
				bank_addr_valid_3 <=#DELAY 1'd0;
				if(bank_start_2)begin  
					if(bin_count[0] == 1'd1)begin 
						normal_addr_2 <=#DELAY normal_addr_2 + 13'd9;
					end 
					else begin 
						if(bin_count == 5'd0)begin  
							normal_addr_2 <=#DELAY normal_addr_2 + 13'd1;
						end
						else begin  
							normal_addr_2 <=#DELAY normal_addr_2 - 13'd8;
						end
					end
				end
				else begin  
					bank_start_2 <=#DELAY 1'd1;
					normal_addr_2 <=#DELAY 13'd0;
				end
				if(bin_count == 5'd17)begin 
					bin_count <=#DELAY 5'd0;
					if(cell_col == 6'd33)begin 
						cell_col <=#DELAY 6'd0;
						cell_row <=#DELAY cell_row + 6'd1;
					end
					else begin 
						cell_col <=#DELAY cell_col + 6'd1;
					end
				end
				else begin 
					bin_count <=#DELAY bin_count + 5'd1;
				end
			end
			RD_BIN_BANK3:begin 
				bank_addr_valid_0 <=#DELAY 1'd0;
				bank_addr_valid_1 <=#DELAY 1'd0;
				bank_addr_valid_2 <=#DELAY 1'd0;
				bank_addr_valid_3 <=#DELAY 1'd1;
				if(bank_start_3)begin  
					if(bin_count[0] == 1'd1)begin 
						normal_addr_3 <=#DELAY normal_addr_3 + 13'd9;
					end 
					else begin 
						if(bin_count == 5'd0)begin  
							normal_addr_3 <=#DELAY normal_addr_3 + 13'd1;
						end
						else begin  
							normal_addr_3 <=#DELAY normal_addr_3 - 13'd8;
						end
					end
				end
				else begin  
					bank_start_3 <=#DELAY 1'd1;
					normal_addr_3 <=#DELAY 13'd0;
				end
				if(bin_count == 5'd17)begin 
					bin_count <=#DELAY 5'd0;
					cell_col <=#DELAY cell_col + 6'd1;
				end
				else begin 
					bin_count <=#DELAY bin_count + 5'd1;
				end
			end
			default:begin 
				bin_count <=#DELAY 5'd0;
				cell_row <=#DELAY 6'd0;
				cell_col <=#DELAY 6'd0;
				normal_addr_0 <=#DELAY 13'd0;
				normal_addr_1 <=#DELAY 13'd0;
				normal_addr_2 <=#DELAY 13'd0;
				normal_addr_3 <=#DELAY 13'd0;
				bank_start_0 <=#DELAY 1'd0;
				bank_start_1 <=#DELAY 1'd0;
				bank_start_2 <=#DELAY 1'd0;
				bank_start_3 <=#DELAY 1'd0;
				bank_addr_valid_0 <=#DELAY 1'd0;
				bank_addr_valid_1 <=#DELAY 1'd0;
				bank_addr_valid_2 <=#DELAY 1'd0;
				bank_addr_valid_3 <=#DELAY 1'd0;
			end
		endcase  
	end
end
always @(posedge aclk)begin 
	if(!arest_n)begin 
		data_valid_0 <=#DELAY 1'd0;
		data_valid_1 <=#DELAY 1'd0;
		data_valid_2 <=#DELAY 1'd0;
		data_valid_3 <=#DELAY 1'd0;
	end
	else begin 
		data_valid_0 <=#DELAY bank_addr_valid_0;
		data_valid_1 <=#DELAY bank_addr_valid_1;
		data_valid_2 <=#DELAY bank_addr_valid_2;
		data_valid_3 <=#DELAY bank_addr_valid_3;
	end
end
assign bin_data_valid = data_valid_0 | data_valid_1 | data_valid_2 | data_valid_3;
assign bin_data = (data_valid_0) ? dout_0 : ((data_valid_1) ? dout_1 : ((data_valid_2) ? dout_2 : ((data_valid_3) ? dout_3 : 'd0)));
endmodule
==> ./run.sh <==
#!/bin/bash
# OpenROAD 26Q1-2900-gdf79404cd8, Yosys 0.63+post, stock flow scripts
make -C /OpenROAD-flow-scripts/flow DESIGN_CONFIG=/design/flow/config.mk WORK_HOME=/design/flow/orfs finish
==> ./config.mk <==
export PLATFORM = sky130hd
export DESIGN_NAME = read_aport_cell_bin
export DESIGN_NICKNAME = read_aport_cell_bin
export VERILOG_FILES = /design/flow/design.v
export SDC_FILE = /design/flow/constraint.sdc
export NUM_CORES = 4
export LEC_CHECK = 1
export CORE_UTILIZATION = 50
==> ./constraint.sdc <==
current_design read_aport_cell_bin

set clk_period 6.2
set clk_io_pct 0.2

create_clock -name clk0 -period $clk_period [get_ports {aclk}]

set non_clock_inputs [all_inputs -no_clocks]
set_input_delay [expr $clk_period * $clk_io_pct] -clock clk0 $non_clock_inputs
set_output_delay [expr $clk_period * $clk_io_pct] -clock clk0 [all_outputs]
==> impl_metrics.prom <==
# HELP chip_impl_metric Yosys and OpenROAD flow results
# TYPE chip_impl_metric gauge
chip_impl_metric{name="timing.critical_path.slowest_cell_delay",unit="ns"} 0.54
chip_impl_metric{name="numPortBuffers",unit=""} 230
chip_impl_metric{name="postCtsResizedCells",unit=""} 0
chip_impl_metric{name="finalHoldWorstSlack",unit="ns"} 0.437
chip_impl_info{name="main_flop_type_after_synthesis",value="sky130_fd_sc_hd__dfxtp_1"} 1
chip_impl_metric{name="wl_per_cell",unit="microns"} 17.2
chip_impl_metric{name="post-place-cells",unit=""} 1205
chip_impl_metric{name="drt_iter0_markers",unit=""} 537
chip_impl_metric{name="fin_total_pwr",unit="mW"} 2.58
chip_impl_metric{name="die_w",unit="microns"} 114
chip_impl_metric{name="mappedNetlistArea",unit="sq mm"} 0.00633
chip_impl_metric{name="max_cap_viol_count",unit=""} 0
chip_impl_metric{name="peakVddDrop",unit="mV"} 0.288
chip_impl_metric{name="grt_pass1_wl",unit="microns"} 31900
chip_impl_metric{name="timing.fmax",unit="MHz"} 248
chip_impl_metric{name="synth_area_per_cell",unit="sq um"} 7.42
chip_impl_metric{name="total_of_flip_flops_plus_latches_after_synthesis",unit=""} 86
chip_impl_info{name="timing.critical_path.to_type",value="output port"} 1
chip_impl_metric{name="post-cts-setup-buffers",unit=""} 0
chip_impl_metric{name="post_layout_nonfiller_instances",unit=""} 1225
chip_impl_info{name="setup.worst_path.start_class",value="input pin"} 1
chip_impl_metric{name="gr-total-overflow",unit=""} 0
chip_impl_metric{name="yosys_cells",unit=""} 852
chip_impl_metric{name="routed_wl",unit="microns"} 21000
chip_impl_metric{name="power.static_leakage",unit="nW"} 3.40
chip_impl_metric{name="edf_count",unit=""} 0
chip_impl_metric{name="fp_util",unit=""} 0.520
chip_impl_metric{name="setup_viol",unit=""} 0
chip_impl_metric{name="post-route-min-period",unit="ns"} 4.04
chip_impl_info{name="critical_path.top_delay_family",value="buffers and inverters"} 1
chip_impl_metric{name="proportion_of_layout_cells_with_a_drive_suffix_above_1",unit=""} 0.0589
chip_impl_info{name="critPathSlowestCell",value="sky130_fd_sc_hd__clkdlybuf4s50_1"} 1
chip_impl_info{name="most_frequent_cell_on_the_critical_path",value="sky130_fd_sc_hd__clkdlybuf4s50_1"} 1
chip_impl_metric{name="number_of_antenna_violations_at_the_first_check_in_global_routing",unit=""} 4
chip_impl_metric{name="postSynthCellCount",unit=""} 852
chip_impl_metric{name="detail_route.drc_violations",unit=""} 0
chip_impl_metric{name="timing.final.max_slew_violations",unit=""} 0
chip_impl_metric{name="ys_types",unit=""} 77
chip_impl_metric{name="timing.critical_path.arrival",unit="ns"} 2.80
chip_impl_info{name="timing.critical_path.cells",value="clkdlybuf4s50_1, a22oi_1, nor2_1, a21oi_1, o21ai_0, clkdlybuf4s50_1"} 1
chip_impl_metric{name="ant_nets",unit=""} 0
chip_impl_info{name="mostFrequentLayoutCell",value="sky130_fd_sc_hd__clkdlybuf4s50_1"} 1
chip_impl_metric{name="fp.dieH",unit="microns"} 114
chip_impl_metric{name="timing.clock.skew",unit="ns"} 0.00921
chip_impl_metric{name="critical_path_peak_fanout",unit=""} 1
chip_impl_metric{name="detailedPlacementHpwl",unit="microns"} 15300
chip_impl_info{name="clock-root-buffer",value="sky130_fd_sc_hd__clkbuf_16"} 1
chip_impl_metric{name="syn_to_final_growth",unit="%"} 42.5
chip_impl_metric{name="comb_power_share",unit=""} 0.519
chip_impl_metric{name="route.detailed.vias_per_inst",unit=""} 5.90
chip_impl_metric{name="synthArstFlopShare",unit=""} 0
chip_impl_metric{name="hold_viol_final",unit=""} 0
chip_impl_metric{name="cts.htree.levels",unit=""} 3
chip_impl_metric{name="design.portCount",unit=""} 231
chip_impl_metric{name="clk_transition_reported_paths",unit="ns"} 0.06
chip_impl_info{name="cts_tree",value="built"} 1
chip_impl_metric{name="final_worst_path_cycle_share",unit=""} 0.651
chip_impl_metric{name="core_outline_area",unit="sq mm"} 0.0122
chip_impl_metric{name="p_int",unit="mW"} 1.54
chip_impl_metric{name="clk_ins_delay_skew_pair",unit="ns"} 0.34
chip_impl_metric{name="synth_seq_share",unit=""} 0.272
chip_impl_metric{name="yosysWarnings",unit=""} 1
chip_impl_metric{name="route.vias.total",unit=""} 7228
chip_impl_metric{name="dr.pass1.iters",unit=""} 7
chip_impl_metric{name="track_usage",unit=""} 0.314
chip_impl_metric{name="totalNegativeSetupSlack",unit="ns"} 0
chip_impl_metric{name="worst_slew_pin_slew",unit="ns"} 0.960
chip_impl_metric{name="power-per-cell-area",unit="mW/mm^2"} 286
chip_impl_metric{name="switching_power",unit="mW"} 1.04
chip_impl_info{name="timing.hold.worst.class",value="register to register"} 1
chip_impl_metric{name="gp_congestion",unit=""} 0.904
chip_impl_metric{name="cts.hold.buffers_added",unit=""} 0
chip_impl_metric{name="timing.critical_path.required",unit="ns"} 4.96
chip_impl_metric{name="pwr-share-seq",unit=""} 0.268
chip_impl_metric{name="cts_num_sinks",unit=""} 86
chip_impl_metric{name="fp.dieArea",unit="sq mm"} 0.0131
chip_impl_metric{name="timing.max_slew.rel_slack",unit=""} 0.354
chip_impl_metric{name="layout.filler_cells",unit=""} 954
chip_impl_metric{name="warning_count",unit=""} 40
chip_impl_metric{name="cts-buffers-inserted",unit=""} 9
chip_impl_info{name="path_class",value="input pin to output port"} 1
chip_impl_metric{name="clock_tree.buffer_depth",unit=""} 2
chip_impl_info{name="rsz_0062_raised_after_global_routing",value="false"} 1
chip_impl_info{name="run_status",value="finished clean"} 1
chip_impl_info{name="lay_top_cells",value="230 x sky130_fd_sc_hd__clkdlybuf4s50_1, 91 x sky130_fd_sc_hd__nand2_1, 84 x sky130_fd_sc_hd__dfxtp_1, 81 x sky130_fd_sc_hd__nor2_1, 71 x sky130_fd_sc_hd__a21oi_1"} 1
chip_impl_metric{name="core.rowCount",unit=""} 40
chip_impl_metric{name="vias_in_the_first_global_route",unit=""} 5994
chip_impl_metric{name="switching_share_of_power",unit=""} 0.403
chip_impl_metric{name="proportion_of_power_drawn_by_the_clock_network",unit=""} 0.213
chip_impl_metric{name="worst-path-buf-inv",unit=""} 2
chip_impl_metric{name="pin_count_of_the_biggest_net_entering_global_routing",unit=""} 72
chip_impl_metric{name="yosys.stat.chipArea",unit="sq mm"} 0.00633
-- metal layers --
metal  GRT usage  routed length [microns]  up-vias
met5           0                        0        -
met4       0.117                      669        0
met3      0.0534                     1520       36
met2       0.480                     9740      280
met1       0.454                     9080     3300
li1            -                        -     3612
-- worst paths after layout --
| path | end | slack [ns] | start | depth (start not counted) |
|---|---|---|---|---|
| setup / recovery | bin_data[24] | 2.16 | dout_2[24] | 6 |
| hold / removal | data_valid_2 | 0.44 | bank_addr_valid_2 | 1 |
| hold reg to reg | data_valid_2 | 0.44 | bank_addr_valid_2 | 1 |
| setup reg to reg | cell_row[1] | 2.69 | bin_count[0] | 9 |
-- final cells by class --
type	instances	area, sq um	area share
diodes	4	10.0	0.00111
clock buffers	12	256	0.0285
clock inverters	4	45.0	0.00500
inverters	25	93.8	0.0104
multi-input cells	682	4270	0.473
flip-flops and latches	86	1720	0.191
well taps	168	210	0.0233
repair buffers	244	2410	0.267
-- worst register-to-register path: stages (launching register included) --
cell and delay (ns):
sky130_fd_sc_hd__dfxtp_1 0.31, sky130_fd_sc_hd__inv_1 0.38, sky130_fd_sc_hd__ha_1 0.26, sky130_fd_sc_hd__or4b_1 0.44, sky130_fd_sc_hd__buf_4 0.24, sky130_fd_sc_hd__a22oi_4 0.24, sky130_fd_sc_hd__o211a_1 0.40, sky130_fd_sc_hd__nor2_1 0.23
sky130_fd_sc_hd__o21ai_0 0.67, sky130_fd_sc_hd__o32ai_1 0.19
-- power by group through the flow --
stage	logic, mW	clock network [mW]	registers [mW]
after CTS	1.32	0.557	0.691
after global routing	1.47	0.587	0.704
final	1.34	0.548	0.692
-- state kept, by name, indices dropped and copies added, names as in the netlist, 5 cells and up --
signal,count
bin_count,5
cell_col,6
cell_row,6
normal_addr_0,13
normal_addr_1,13
normal_addr_2,13
normal_addr_3,13
rd_bin_cstate,5
-- cells in the mapped netlist, types with 4 or more instances --
library cell / instances / area, sq um
sky130_fd_sc_hd__nand2_1: 91 / 342
sky130_fd_sc_hd__dfxtp_1: 86 / 1720
sky130_fd_sc_hd__nor2_1: 82 / 308
sky130_fd_sc_hd__a21oi_1: 71 / 355
sky130_fd_sc_hd__o21ai_0: 61 / 305
sky130_fd_sc_hd__clkbuf_1: 42 / 158
sky130_fd_sc_hd__a22oi_1: 40 / 300
sky130_fd_sc_hd__nand3_1: 29 / 145
sky130_fd_sc_hd__inv_1: 25 / 93.8
sky130_fd_sc_hd__and3_1: 24 / 150
sky130_fd_sc_hd__ha_1: 24 / 300
sky130_fd_sc_hd__a31oi_1: 20 / 125
sky130_fd_sc_hd__nor3_1: 16 / 80.1
sky130_fd_sc_hd__or3_1: 14 / 87.6
sky130_fd_sc_hd__nand4_1: 13 / 81.3
sky130_fd_sc_hd__a21boi_0: 12 / 90.1
sky130_fd_sc_hd__a211o_1: 9 / 78.8
sky130_fd_sc_hd__and2_1: 9 / 56.3
sky130_fd_sc_hd__buf_1: 9 / 33.8
sky130_fd_sc_hd__nor2b_1: 9 / 56.3
sky130_fd_sc_hd__nor3_2: 9 / 90.1
sky130_fd_sc_hd__o22ai_1: 8 / 50.1
sky130_fd_sc_hd__a221o_1: 7 / 70.1
sky130_fd_sc_hd__a32oi_1: 7 / 61.3
sky130_fd_sc_hd__nor4_1: 7 / 43.8
sky130_fd_sc_hd__xnor2_1: 7 / 61.3
sky130_fd_sc_hd__a22o_1: 6 / 52.6
sky130_fd_sc_hd__and4_1: 6 / 52.6
sky130_fd_sc_hd__o211ai_1: 6 / 45.0
sky130_fd_sc_hd__nand2b_1: 5 / 31.3
sky130_fd_sc_hd__a32o_1: 4 / 40.0
sky130_fd_sc_hd__a41oi_1: 4 / 35.0
sky130_fd_sc_hd__buf_2: 4 / 20.0
sky130_fd_sc_hd__o211a_1: 4 / 40.0
sky130_fd_sc_hd__o21ai_1: 4 / 20.0
sky130_fd_sc_hd__o31a_1: 4 / 35.0
sky130_fd_sc_hd__o31ai_1: 4 / 30.0
-- kinds of logic after synthesis --
| group | share of synthesized area |
|---|---|
| AND/OR/NAND/NOR | 0.270 |
| AND-OR/OR-AND | 0.332 |
| flip-flops | 0.272 |
| buffers and inverters | 0.0542 |
| adder cells (fa/ha/maj) | 0.0475 |
| XOR/XNOR | 0.0138 |
| multiplexers | 0.0107 |
-- metrics by stage --
stage,instance area [sq um],utilization,setup WS (ns)
floorplan,6330,-,3.13
finish,9010,0.741,2.16
CTS,9000,0.740,2.18
global placement,8700,0.716,2.18
detailed placement,8700,0.716,2.20
global route,9010,0.741,2.10
Power and IR drop assume default switching activity.
