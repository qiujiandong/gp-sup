File: flow/run.sh
#!/bin/bash
# OpenROAD 26Q1-2900-gdf79404cd8, Yosys 0.63+post, stock flow scripts
make -C /OpenROAD-flow-scripts/flow DESIGN_CONFIG=/design/flow/config.mk WORK_HOME=/design/flow/orfs finish
File: flow/constraint.sdc
current_design read_bport_cell_bin

set clk_period 9.4
set clk_io_pct 0.2

create_clock -name clk0 -period $clk_period [get_ports {aclk}]

set non_clock_inputs [all_inputs -no_clocks]
set_input_delay [expr $clk_period * $clk_io_pct] -clock clk0 $non_clock_inputs
set_output_delay [expr $clk_period * $clk_io_pct] -clock clk0 [all_outputs]
File: flow/config.mk
export PLATFORM = sky130hd
export DESIGN_NAME = read_bport_cell_bin
export DESIGN_NICKNAME = read_bport_cell_bin
export VERILOG_FILES = /design/flow/design.v
export SDC_FILE = /design/flow/constraint.sdc
export NUM_CORES = 4
export LEC_CHECK = 1
export CORE_UTILIZATION = 40
File: flow/design.v
`timescale 1ns/1ns
module read_bport_cell_bin #(
	parameter TOTAL_BIT_WIDTH 	= 35,
	parameter DELAY 			= 1
	)(
	input aclk,     
	input arest_n,   
	output reg [12:0] normal_addr_0, 
	output reg [12:0] normal_addr_1,
	output reg [12:0] normal_addr_2,
	output reg [12:0] normal_addr_3,
	input [TOTAL_BIT_WIDTH-1 : 0] dout_0,
	input [TOTAL_BIT_WIDTH-1 : 0] dout_1,
	input [TOTAL_BIT_WIDTH-1 : 0] dout_2,
	input [TOTAL_BIT_WIDTH-1 : 0] dout_3,
	input isr_valid, 
	output  bin_data_valid, 
	output [TOTAL_BIT_WIDTH-1:0] bin_data 
);
localparam RD_BIN_IDLE = 3'd0;
localparam RD_BIN_BANK0 = 3'd1;
localparam RD_BIN_BANK1 = 3'd2;
localparam RD_BIN_BANK2 = 3'd3;
localparam RD_BIN_BANK3 = 3'd4;
localparam RD_BIN_WAIT = 3'd5; 
reg [2:0] rd_bin_cstate,rd_bin_nstate;
reg [4:0] cell_row; 
reg [4:0] cell_col; 
reg [4:0] bin_count; 
reg bank_start_0; 
reg bank_start_1;
reg bank_start_2;
reg bank_start_3;
reg bank_addr_valid_0; 
reg bank_addr_valid_1;
reg bank_addr_valid_2;
reg bank_addr_valid_3;
reg data_valid_0;
reg data_valid_1;
reg data_valid_2;
reg data_valid_3;
always @(posedge aclk)begin 
	if(!arest_n)begin 
		rd_bin_cstate <=#DELAY RD_BIN_IDLE;
	end
	else begin 
		rd_bin_cstate <=#DELAY rd_bin_nstate; 
	end
end
always @(*)begin 
	rd_bin_nstate = rd_bin_cstate;
	case(rd_bin_cstate)
		RD_BIN_IDLE:begin 
			if(isr_valid)begin 
				rd_bin_nstate = RD_BIN_BANK0;
			end
			else begin 
				rd_bin_nstate = RD_BIN_IDLE;
			end
		end
		RD_BIN_BANK0:begin  
			if(bin_count == 5'd0)begin 
				rd_bin_nstate = RD_BIN_BANK1;
			end
			else begin 
				rd_bin_nstate = RD_BIN_BANK0;
			end
		end
		RD_BIN_BANK1:begin 
			if(bin_count == 5'd0)begin  
				if(cell_col == 5'd0)begin  
					rd_bin_nstate = RD_BIN_WAIT;
				end
				else begin  
					rd_bin_nstate = RD_BIN_BANK0;
				end
			end
			else begin 
				rd_bin_nstate = RD_BIN_BANK1;
			end
		end
		RD_BIN_BANK2:begin  
			if(bin_count == 5'd0)begin 
				rd_bin_nstate = RD_BIN_BANK3;
			end
			else begin 
				rd_bin_nstate = RD_BIN_BANK2;
			end
		end
		RD_BIN_BANK3:begin  
			if(bin_count == 5'd0)begin 
				if(cell_col == 5'd0)begin  
					if(cell_row == 5'd0)begin  
						rd_bin_nstate = RD_BIN_IDLE;
					end
					else begin  
						rd_bin_nstate = RD_BIN_WAIT;
					end
				end
				else begin  
					rd_bin_nstate = RD_BIN_BANK2;
				end
			end
			else begin 
				rd_bin_nstate = RD_BIN_BANK3;
			end
		end
		RD_BIN_WAIT:begin 
			if(isr_valid)begin 
				if(cell_row[0] == 1'd1)begin  
					rd_bin_nstate = RD_BIN_BANK2;
				end
				else begin  
					rd_bin_nstate = RD_BIN_BANK0;
				end
			end
			else begin 
				rd_bin_nstate = RD_BIN_WAIT;
			end
		end
		default:begin 
			rd_bin_nstate = RD_BIN_IDLE;
		end
	endcase  
end
always @(posedge aclk)begin 
	if(!arest_n)begin 
		bin_count <=#DELAY 5'd0;
		cell_row <=#DELAY 5'd0;
		cell_col <=#DELAY 5'd0;
		normal_addr_0 <=#DELAY 13'd0;
		normal_addr_1 <=#DELAY 13'd0;
		normal_addr_2 <=#DELAY 13'd0;
		normal_addr_3 <=#DELAY 13'd0;
		bank_start_0 <=#DELAY 1'd0;
		bank_start_1 <=#DELAY 1'd0;
		bank_start_2 <=#DELAY 1'd0;
		bank_start_3 <=#DELAY 1'd0;
		bank_addr_valid_0 <=#DELAY 1'd0;
		bank_addr_valid_1 <=#DELAY 1'd0;
		bank_addr_valid_2 <=#DELAY 1'd0;
		bank_addr_valid_3 <=#DELAY 1'd0;
	end
	else begin 
		case(rd_bin_nstate)
			RD_BIN_IDLE:begin 
				bin_count <=#DELAY 5'd0;
				cell_row <=#DELAY 5'd0;
				cell_col <=#DELAY 5'd0;
				normal_addr_0 <=#DELAY 13'd0;
				normal_addr_1 <=#DELAY 13'd0;
				normal_addr_2 <=#DELAY 13'd0;
				normal_addr_3 <=#DELAY 13'd0;
				bank_start_0 <=#DELAY 1'd0;
				bank_start_1 <=#DELAY 1'd0;
				bank_start_2 <=#DELAY 1'd0;
				bank_start_3 <=#DELAY 1'd0;
				bank_addr_valid_0 <=#DELAY 1'd0;
				bank_addr_valid_1 <=#DELAY 1'd0;
				bank_addr_valid_2 <=#DELAY 1'd0;
				bank_addr_valid_3 <=#DELAY 1'd0;
			end
			RD_BIN_BANK0:begin 
				bank_addr_valid_0 <=#DELAY 1'd1;
				bank_addr_valid_1 <=#DELAY 1'd0;
				bank_addr_valid_2 <=#DELAY 1'd0;
				bank_addr_valid_3 <=#DELAY 1'd0;
				if(bank_start_0)begin  
					if(bin_count[0] == 1'd1)begin 
						normal_addr_0 <=#DELAY normal_addr_0 + 13'd9;
					end 
					else begin 
						if(bin_count == 5'd0)begin  
							normal_addr_0 <=#DELAY normal_addr_0 + 13'd1;
						end
						else begin  
							normal_addr_0 <=#DELAY normal_addr_0 - 13'd8;
						end
					end
				end
				else begin  
					bank_start_0 <=#DELAY 1'd1;
					normal_addr_0 <=#DELAY 13'd0;
				end
				if(bin_count == 5'd17)begin  
					bin_count <=#DELAY 5'd0;
					cell_col <=#DELAY cell_col + 5'd1;
				end
				else begin 
					bin_count <=#DELAY bin_count + 5'd1;
				end
			end
			RD_BIN_BANK1:begin 
				bank_addr_valid_0 <=#DELAY 1'd0;
				bank_addr_valid_1 <=#DELAY 1'd1;
				bank_addr_valid_2 <=#DELAY 1'd0;
				bank_addr_valid_3 <=#DELAY 1'd0;
				if(bank_start_1)begin  
					if(bin_count[0] == 1'd1)begin 
						normal_addr_1 <=#DELAY normal_addr_1 + 13'd9;
					end 
					else begin 
						if(bin_count == 5'd0)begin  
							normal_addr_1 <=#DELAY normal_addr_1 + 13'd1;
						end
						else begin  
							normal_addr_1 <=#DELAY normal_addr_1 - 13'd8;
						end
					end
				end
				else begin  
					bank_start_1 <=#DELAY 1'd1;
					normal_addr_1 <=#DELAY 13'd18;
				end
				if(bin_count == 5'd17)begin  
					bin_count <=#DELAY 5'd0;
					if(cell_col == 5'd31)begin  
						cell_col <=#DELAY 5'd0;
						cell_row <=#DELAY cell_row + 5'd1;
					end
					else begin  
						cell_col <=#DELAY cell_col + 5'd1;
					end
				end
				else begin  
					bin_count <=#DELAY bin_count + 5'd1;
				end
			end
			RD_BIN_BANK2:begin 
				bank_addr_valid_0 <=#DELAY 1'd0;
				bank_addr_valid_1 <=#DELAY 1'd0;
				bank_addr_valid_2 <=#DELAY 1'd1;
				bank_addr_valid_3 <=#DELAY 1'd0;
				if(bank_start_2)begin  
					if(bin_count[0] == 1'd1)begin 
						normal_addr_2 <=#DELAY normal_addr_2 + 13'd9;
					end 
					else begin 
						if(bin_count == 5'd0)begin  
							normal_addr_2 <=#DELAY normal_addr_2 + 13'd1;
						end
						else begin  
							normal_addr_2 <=#DELAY normal_addr_2 - 13'd8;
						end
					end
				end
				else begin  
					bank_start_2 <=#DELAY 1'd1;
					normal_addr_2 <=#DELAY 13'd306;
				end
				if(bin_count == 5'd17)begin  
					bin_count <=#DELAY 5'd0;
					cell_col <=#DELAY cell_col + 5'd1;
				end
				else begin 
					bin_count <=#DELAY bin_count + 5'd1;
				end
			end
			RD_BIN_BANK3:begin 
				bank_addr_valid_0 <=#DELAY 1'd0;
				bank_addr_valid_1 <=#DELAY 1'd0;
				bank_addr_valid_2 <=#DELAY 1'd0;
				bank_addr_valid_3 <=#DELAY 1'd1;
				if(bank_start_3)begin  
					if(bin_count[0] == 1'd1)begin 
						normal_addr_3 <=#DELAY normal_addr_3 + 13'd9;
					end 
					else begin 
						if(bin_count == 5'd0)begin  
							normal_addr_3 <=#DELAY normal_addr_3 + 13'd1;
						end
						else begin  
							normal_addr_3 <=#DELAY normal_addr_3 - 13'd8;
						end
					end
				end
				else begin  
					bank_start_3 <=#DELAY 1'd1;
					normal_addr_3 <=#DELAY 13'd324;
				end
				if(bin_count == 5'd17)begin 
					bin_count <=#DELAY 5'd0;
					if(cell_col == 5'd31)begin
						cell_col <=#DELAY 5'd0; 
						if(cell_row == 5'd31)begin 
							cell_row <=#DELAY 5'd0;
						end
						else begin 
							cell_row <=#DELAY cell_row + 5'd1;
						end
					end
					else begin 
						cell_col <=#DELAY cell_col + 5'd1;
					end
				end
				else begin 
					bin_count <=#DELAY bin_count + 5'd1;
				end
			end
			RD_BIN_WAIT:begin 
				bank_addr_valid_0 <=#DELAY 1'd0;
				bank_addr_valid_1 <=#DELAY 1'd0;
				bank_addr_valid_2 <=#DELAY 1'd0;
				bank_addr_valid_3 <=#DELAY 1'd0;
				if(rd_bin_cstate == RD_BIN_BANK1)begin 
					normal_addr_0 <=#DELAY normal_addr_0 + 13'd18;
					normal_addr_1 <=#DELAY normal_addr_1 + 13'd18;
				end
				if(rd_bin_cstate == RD_BIN_BANK3)begin 
					normal_addr_2 <=#DELAY normal_addr_2 + 13'd18;
					normal_addr_3 <=#DELAY normal_addr_3 + 13'd18;
				end
			end
			default:begin 
				bin_count <=#DELAY 5'd0;
				cell_row <=#DELAY 5'd0;
				cell_col <=#DELAY 5'd0;
				normal_addr_0 <=#DELAY 13'd0;
				normal_addr_1 <=#DELAY 13'd0;
				normal_addr_2 <=#DELAY 13'd0;
				normal_addr_3 <=#DELAY 13'd0;
				bank_start_0 <=#DELAY 1'd0;
				bank_start_1 <=#DELAY 1'd0;
				bank_start_2 <=#DELAY 1'd0;
				bank_start_3 <=#DELAY 1'd0;
				bank_addr_valid_0 <=#DELAY 1'd0;
				bank_addr_valid_1 <=#DELAY 1'd0;
				bank_addr_valid_2 <=#DELAY 1'd0;
				bank_addr_valid_3 <=#DELAY 1'd0;
			end
		endcase  
	end
end
always @(posedge aclk)begin 
	if(!arest_n)begin 
		data_valid_0 <=#DELAY 1'd0;
		data_valid_1 <=#DELAY 1'd0;
		data_valid_2 <=#DELAY 1'd0;
		data_valid_3 <=#DELAY 1'd0;
	end
	else begin 
		data_valid_0 <=#DELAY bank_addr_valid_0;
		data_valid_1 <=#DELAY bank_addr_valid_1;
		data_valid_2 <=#DELAY bank_addr_valid_2;
		data_valid_3 <=#DELAY bank_addr_valid_3;
	end
end
assign bin_data_valid = data_valid_0 | data_valid_1 | data_valid_2 | data_valid_3;
assign bin_data = (data_valid_0) ? dout_0 : ((data_valid_1) ? dout_1 : ((data_valid_2) ? dout_2 : ((data_valid_3) ? dout_3 : 'd0)));
endmodule
==> ci_impl_report.md <==
### Metrics collected by this job

| Metric | Value |
|---|---|
| Part of the power in the clock network | 27.2% |
| Maximum buffer depth of the clock tree | 2 |
| Endpoint of the worst register-to-register path | normal_addr_3[12] |
| Final estimated routing congestion in global placement | 0.957 |
| Finished Cell Area | 10400 µm² |
| Number of iterations in the first detailed-routing pass | 6 |
| Sum of negative setup slack | 0 ps |
| Worst-skew pair later-pin latency | 350 ps |
| Sequential cell area fraction in the yosys report | 22.0% |
| Iter 0 DRT Violations | 825 |
| Number of cells upsized or downsized after cts | 0 |
| Layout-stage area growth over the synthesis result | 35.0% |
| Aggregate global-route resource usage | 29.7% |
| Final hold violation count | 0 |
| Fraction of final layout cells sized beyond drive strength 1 | 4.44% |
| Number of vias in the routed layout | 9359 |
| Critical path buffers and inverters | 2 |
| Placeable Area | 18800 µm² |
| Cell area power density | 135 nW/µm² |
| Most used DFF post-synth | dfxtp_1 |
| Wire length of the first global-routing pass | 46.3 mm |
| Min-Delay Path Depth | 1 |
| Actual transition at the worst max-transition pin | 980 ps |
| Cell count of the worst reg-to-reg path | 13 |
| Overall die height | 141 µm |
| Crit. End Element | output pin |
| Largest area contributor in the netlist | dfxtp_1 |
| Tally of OpenROAD warnings | 42 |
| Hold-fix buffer count after cts | 0 |
| Total of endpoints with negative setup slack in the final report | 0 |
| Clock tree from TritonCTS | built |
| CP most frequent cell | clkdlybuf4s50_1 |
| Post-route clock skew | 10.8 ps |
| CP Max Fanout | 1 |
| Status | completed |
| Avg Cell Area, Syn | 6.80 µm² |
| Cell at the slowest stage of the critical path | clkdlybuf4s50_1 |
| Critical path's top delay family | buffers and inverters |
| Total congestion overflow after global routing | 0 |
| Final clock period utilization by the worst path | 57.8% |
| Maximum operating frequency | 184 MHz |
| Clk pin slew, worst setup/hold paths | 70 ps |
| Data required time of the worst path | 7520 ps |
| DR WL/cell | 19.0 µm |
| Reg2Reg Setup Slack | 4270 ps |
| Horiz. Die Dim | 141 µm |
| Routed WL | 29.8 mm |
| Top-area cell share | 22.0% |
| Syn. warnings | 1 |
| Startpoint of the tightest hold check path | bank_addr_valid_2 |
| Library cells used by synthesis | 81 |
| Arrival time at the worst endpoint | 3550 ps |
| Placed cell areas | 10100 µm² |
| Start of the worst register-to-register path | bin_count[0] |
| Std cell rows | 50 |
| Post-synthesis instance total | 1138 |
| Final critical-path required period | 5430 ps |
| Antenna violations before repair | 0 |
| Part of the power in registers | 29.4% |
| HPWL reported at the end of detailed placement | 21.2 mm |
| DRC | 0 |
| Slowest cell delay on critical path | 550 ps |
| Net switching power | 574 µW |
| Highest ir drop seen on vdd | 0.0978 mV |
| Maximum number of pins on one net before global-route repair | 72 |
| Cell area after synthesis | 7740 µm² |
| Worst slew margin relative to its limit | 34.4% |
| Cells in synth_stat.txt | 1138 |
| Max-cap violations | 0 |
| Overall die area | 19900 µm² |
| Top logic cells by instance count in the layout | clkdlybuf4s50_1, nand2_1, a21oi_1, nor2_1, o21ai_0 |
| Switching share of total power | 40.7% |
| Post-synth area hogs | dfxtp_1, a21oi_1, nand2_1, o21ai_0, nor2_1 |
| FP Core Util | 41.1% |
| End point of the most critical hold path | data_valid_2 |
| Startpoint kind of the worst setup timing path | input pin |
| Number of primary I/O pins | 231 |
| Count of H-tree levels built during CTS | 3 |
| Vias in the first global route | 8219 |
| Internal portion of total power | 836 µW |
| Hold Path Class | reg -> reg |
| Count of pins over their slew limit | 0 |
| Async set-reset flop share out of synthesis | 0% |
| Antenna viol nets, final | 0 |
| Detail-routed via count per cell | 5.97 |
| Post-CTS setup repair buffer count | 0 |
| Setup repair after global routing missed its margin | no |
| Worst-path cell chain | clkdlybuf4s50_1 > a22oi_1 > nor2_1 > a21oi_1 > o21ai_0 > clkdlybuf4s50_1 |
| Sinks on the clock net | 85 |
| Clock Root Buffer | clkbuf_16 |
| Critical path start-end classification | in -> out |
| Synthesis area per yosys | 7740 µm² |
| Clock buffers created by TritonCTS | 9 |
| Buffers on Ports | 230 |
| Leakage Power | 3.59 nW |
| Most common cell after layout, fill and taps aside | clkdlybuf4s50_1 |
| Filler Cells Inserted | 1836 |
| Part of the power in combinational logic | 43.4% |
| Total antenna diodes in the routed design | 0 |
| Flip-flop and latch count after synthesis | 85 |
| Number of flops mapped to enable cells by yosys | 0 |
[power by group through the flow]
stage	Sequential, mW	Clock, mW	Combinational [mW]
4_1_cts	0.414	0.397	0.603
5_1_grt	0.418	0.406	0.667
6_report	0.415	0.384	0.612
[state kept, by name, summed over array words and instances, names as in the netlist, 5 cells and up]
name           count
normal_addr_3     13
rd_bin_cstate      6
normal_addr_1     13
normal_addr_2     13
cell_col           5
normal_addr_0     13
cell_row           5
bin_count          5
[final cells by class]
cell class / count / area [µm²] / share of cell area (%)
Timing Repair Buffer: 252 / 2460 / 23.6
Clock inverter: 7 / 88.8 / 0.850
Multi-Input combinational cell: 930 / 5550 / 53.1
Tap cell: 260 / 325 / 3.11
Inverter: 24 / 90.1 / 0.862
Sequential cell: 85 / 1700 / 16.3
Clock buffer: 9 / 225 / 2.16
[cells by family after synthesis]
logic type,after synthesis,synth area share (%)
AND-OR/OR-AND,422,35.5
XOR/XNOR,20,2.26
adder cells (fa/ha/maj),33,5.33
buffers and inverters,123,6.37
flip-flops,85,22.0
multiplexers,6,0.776
AND/OR/NAND/NOR,449,27.8
[stage by stage]
step / instances / hold WS (ps) / util, % / power [mW] / setup slack, ps
global placement: 1551 / 413 / 53.8 / 1.03 / 4010
finish: 1567 / 426 / 55.5 / 1.41 / 3970
floorplan: 1138 / 412 / - / 0.777 / 5260
global route: 1567 / 445 / 55.5 / 1.49 / 3910
CTS: 1567 / 426 / 55.5 / 1.41 / 4010
detailed placement: 1551 / 420 / 53.8 / 1.02 / 4020
[how the worst max path moves through the flow]
stage	slack, ps	cells past startpoint	start	endpoint
4_1_cts	4010	6	dout_2[2]	bin_data[2]
5_1_grt	3910	6	dout_3[2]	bin_data[2]
6_report	3970	6	dout_2[2]	bin_data[2]
[cells in the mapped netlist, types with 4 or more instances]
master,count
and3_1,12
inv_1,23
nand4_1,15
a311oi_1,4
nand2b_1,8
buf_1,5
nor2b_1,5
o311ai_0,5
or3_1,10
nand3b_1,4
o22ai_1,17
clkbuf_1,76
nor4_1,10
o32a_1,4
a32o_1,4
a22oi_1,43
o221ai_1,4
buf_2,16
and2_1,8
nand2_1,143
o31ai_1,9
mux2i_1,6
nor2_1,115
a41oi_1,5
o22a_1,4
a22o_1,8
a21oi_1,117
ha_1,33
nand3_1,54
dfxtp_1,85
nor3_1,38
o2111ai_1,5
o2bb2ai_1,4
o211ai_1,8
xor2_1,7
o21ai_0,91
xnor2_1,13
a211oi_1,14
o32ai_1,10
a2bb2oi_1,6
a31oi_1,25
[layer usage]
metal / wire length, µm / GRT usage, % / vias to the layer above
met5: 0 / 0 / -
met4: 531 / 4.46 / 0
li1: - / - / 4588
met2: 13400 / 47.7 / 397
met3: 2210 / 4.88 / 46
met1: 13600 / 43.2 / 4328
Power and IR drop assume default switching activity.
